==> /design/flow/run.sh <==
#!/bin/bash
# OpenROAD 26Q1-2900-gdf79404cd8, Yosys 0.63+post, stock flow scripts
make -C /OpenROAD-flow-scripts/flow DESIGN_CONFIG=/design/flow/config.mk WORK_HOME=/design/flow/orfs finish
==> /design/flow/config.mk <==
export PLATFORM = sky130hd
export DESIGN_NAME = datapath
export DESIGN_NICKNAME = datapath
export VERILOG_FILES = /design/flow/design.v
export SDC_FILE = /design/flow/constraint.sdc
export NUM_CORES = 4
export LEC_CHECK = 1
export CORE_UTILIZATION = 30
==> /design/flow/constraint.sdc <==
current_design datapath

set clk_period 15.3
set clk_io_pct 0.2

create_clock -name clk0 -period $clk_period [get_ports {clk}]

set non_clock_inputs [all_inputs -no_clocks]
set_input_delay [expr $clk_period * $clk_io_pct] -clock clk0 $non_clock_inputs
set_output_delay [expr $clk_period * $clk_io_pct] -clock clk0 [all_outputs]
==> /design/flow/design.v <==
module control_unit(
    input  [5:0] op,
    input  [5:0] func,
    input  [4:0] rs,
    input  [4:0] rt,
    input  [4:0] edestReg,      
    input  [4:0] mdestReg,      
    input  [4:0] wdestReg,      
    input        ewreg,         
    input        em2reg,         
    input        mwreg,
    input        mm2reg,         
    input        wwreg,
    input        wm2reg,
    input        rsrtequ,        
    output reg        wreg,
    output reg        m2reg,
    output reg        wmem,
    output reg [3:0]  aluc,
    output reg        aluimm,
    output reg        regrt,
    output reg [1:0]  fwda,      
    output reg [1:0]  fwdb,
    output reg [1:0]  pcsrc,     
    output reg        wpcir,     
    output reg        jal,       
    output reg        shift,     
    output reg        sext       
);
    reg i_rs, i_rt;             
    reg stall;                  
    always @(*) begin
        wreg   = 1'b0;
        m2reg  = 1'b0;
        wmem   = 1'b0;
        aluc   = 4'b0010;
        aluimm = 1'b0;
        regrt  = 1'b0;
        pcsrc  = 2'b00;         
        jal    = 1'b0;
        shift  = 1'b0;
        sext   = 1'b1;
        i_rs = 1'b1;
        i_rt = 1'b1;
        case (op)
            6'b000000: begin  
                regrt = 1'b0;  
                wreg  = 1'b1;
                i_rs  = 1'b1;
                i_rt  = 1'b1;
                case (func)
                    6'b100000: aluc = 4'b0010;  
                    6'b100010: aluc = 4'b0110;  
                    6'b100100: aluc = 4'b0000;  
                    6'b100101: aluc = 4'b0001;  
                    6'b100110: aluc = 4'b0011;  
                    6'b000000: begin aluc = 4'b1000; shift = 1'b1; end  
                    6'b000010: begin aluc = 4'b1001; shift = 1'b1; end  
                    6'b001000: begin
                        wreg  = 1'b0;
                        pcsrc = 2'b11;
                        i_rt  = 1'b0;  
                    end
                    default: ;
                endcase
            end
            6'b100011: begin  
                wreg   = 1'b1;
                m2reg  = 1'b1;
                aluimm = 1'b1;
                regrt  = 1'b1;  
                i_rs   = 1'b1;
                i_rt   = 1'b0;
            end
            6'b101011: begin  
                wmem   = 1'b1;
                aluimm = 1'b1;
                regrt  = 1'b1;  
                wreg   = 1'b0;
                i_rs   = 1'b1;
                i_rt   = 1'b1;
            end
            6'b000100: begin  
                wreg   = 1'b0;
                i_rs   = 1'b1;
                i_rt   = 1'b1;
                if (rsrtequ) pcsrc = 2'b01;  
            end
            6'b000101: begin  
                wreg   = 1'b0;
                i_rs   = 1'b1;
                i_rt   = 1'b1;
                if (!rsrtequ) pcsrc = 2'b01;  
            end
            6'b000010: begin  
                wreg  = 1'b0;
                i_rs  = 1'b0;
                i_rt  = 1'b0;
                pcsrc = 2'b10;  
            end
            6'b000011: begin  
                jal   = 1'b1;
                wreg  = 1'b1;
                m2reg = 1'b0;
                pcsrc = 2'b10;  
                i_rs  = 1'b0;
                i_rt  = 1'b0;
            end
            default: begin
                i_rs = 1'b0;
                i_rt = 1'b0;
            end
        endcase
        stall = ewreg & em2reg & (edestReg != 0) &
                ( (i_rs & (edestReg == rs)) | (i_rt & (edestReg == rt)) );
        wpcir = ~stall;  
        fwda = 2'b00;
        fwdb = 2'b00;
        if (ewreg && (edestReg != 0) && (edestReg == rs)) fwda = 2'b01;
        else if (mwreg && (mdestReg != 0) && (mdestReg == rs)) fwda = 2'b10;
        else if (wwreg && (wdestReg != 0) && (wdestReg == rs)) fwda = 2'b11;
        if (ewreg && (edestReg != 0) && (edestReg == rt)) fwdb = 2'b01;
        else if (mwreg && (mdestReg != 0) && (mdestReg == rt)) fwdb = 2'b10;
        else if (wwreg && (wdestReg != 0) && (wdestReg == rt)) fwdb = 2'b11;
        if (stall) begin
            wreg   = 1'b0;
            m2reg  = 1'b0;
            wmem   = 1'b0;
            aluimm = 1'b0;
            regrt  = 1'b0;
            jal    = 1'b0;
            shift  = 1'b0;
            pcsrc  = 2'b00;  
        end
    end
endmodule
module reg_file(
    input             clk,
    input             we,
    input      [4:0]  rna,
    input      [4:0]  rnb,
    input      [4:0]  wn,
    input      [31:0] wd,
    output reg [31:0] qa,
    output reg [31:0] qb
);
    reg [31:0] registers [0:31];
    integer i;
    initial begin
        registers[0]  = 32'h00000000;
        registers[1]  = 32'hA00000AA;
        registers[2]  = 32'h10000011;
        registers[3]  = 32'h20000022;
        registers[4]  = 32'h30000033;
        registers[5]  = 32'h40000044;
        registers[6]  = 32'h50000055;
        registers[7]  = 32'h60000066;
        registers[8]  = 32'h70000077;
        registers[9]  = 32'h80000088;
        registers[10] = 32'h90000099;
        for (i = 11; i < 32; i = i + 1) registers[i] = 32'b0;
    end
    always @(*) begin
        qa = registers[rna];
        qb = registers[rnb];
    end
    always @(posedge clk) begin
        if (we && wn != 0) registers[wn] <= wd;
        registers[0] <= 32'b0;  
    end
endmodule
module alu(
    input      [31:0] a,
    input      [31:0] b,
    input      [3:0]  aluc,
    output reg [31:0] r
);
    always @(*) begin
        case (aluc)
            4'b0000: r = a & b;
            4'b0001: r = a | b;
            4'b0010: r = a + b;
            4'b0011: r = a ^ b;
            4'b0110: r = a - b;
            default: r = 32'b0;
        endcase
    end
endmodule
module datapath(
    input clk,
    output reg [31:0] pc,
    output reg [31:0] dinstOut,
    output reg        ewreg,
    output reg        em2reg,
    output reg        ewmem,
    output reg [3:0]  ealuc,
    output reg        ealuimm,
    output reg [4:0]  edestReg,
    output reg [31:0] eqa,
    output reg [31:0] eqb,
    output reg [31:0] eimm32,
    output reg        mwreg,
    output reg        mm2reg,
    output reg        mwmem,
    output reg [4:0]  mdestReg,
    output reg [31:0] mr,
    output reg [31:0] mqb,
    output reg        wwreg,
    output reg        wm2reg,
    output reg [4:0]  wdestReg,
    output reg [31:0] wr,
    output reg [31:0] wdo,
    output     [31:0] wbData,
    output [1:0] fwda,
    output [1:0] fwdb,
    output [1:0] pcsrc,
    output       wpcir
);
    initial begin
        pc       = 32'b0;
        dinstOut = 32'b0;
        ewreg    = 1'b0; em2reg = 1'b0; ewmem = 1'b0; ealuc = 4'b0; ealuimm = 1'b0; edestReg = 5'b0; eqa = 32'b0; eqb = 32'b0; eimm32 = 32'b0;
        mwreg    = 1'b0; mm2reg = 1'b0; mwmem = 1'b0; mdestReg = 5'b0; mr = 32'b0; mqb = 32'b0;
        wwreg    = 1'b0; wm2reg = 1'b0; wdestReg = 5'b0; wr = 32'b0; wdo = 32'b0;
    end
    reg [31:0] imem [0:31];
    initial begin
        imem[0] = 32'h00221820;  
        imem[1] = 32'h01232022;  
        imem[2] = 32'h01232825;  
        imem[3] = 32'h01233026;  
        imem[4] = 32'h01233824;  
        imem[5] = 32'h00000000;
        imem[6] = 32'h00000000;
        imem[7] = 32'h00000000;
        imem[8] = 32'h00000000;
        imem[9] = 32'h00000000;
    end
    reg [31:0] dmem [0:31];
    integer di;
    initial begin
        dmem[0] = 32'hA00000AA;
        dmem[1] = 32'h10000011;
        dmem[2] = 32'h20000022;
        dmem[3] = 32'h30000033;
        dmem[4] = 32'h40000044;
        dmem[5] = 32'h50000055;
        dmem[6] = 32'h60000066;
        dmem[7] = 32'h70000077;
        dmem[8] = 32'h80000088;
        dmem[9] = 32'h90000099;
        for (di = 10; di < 32; di = di + 1) dmem[di] = 32'b0;
    end
    wire [31:0] pc4  = pc + 4;
    reg  [31:0] dpc4;
    wire [31:0] npc  = pcsrc == 2'b00 ? pc4 : pc4;  
    always @(posedge clk) begin
        if (wpcir) pc <= npc;
    end
    always @(posedge clk) begin
        if (wpcir) begin
            dinstOut <= imem[pc[31:2]];
            dpc4     <= pc4;
        end
    end
    wire [5:0] op   = dinstOut[31:26];
    wire [4:0] rs   = dinstOut[25:21];
    wire [4:0] rt   = dinstOut[20:16];
    wire [4:0] rd   = dinstOut[15:11];
    wire [5:0] func = dinstOut[5:0];
    wire [31:0] imm32 = {{16{dinstOut[15]}}, dinstOut[15:0]};
    wire id_wreg, id_m2reg, id_wmem, id_aluimm, id_regrt, id_jal, id_shift, id_sext;
    wire [3:0] id_aluc;
    control_unit CU(
        .op(op), .func(func), .rs(rs), .rt(rt),
        .edestReg(edestReg), .mdestReg(mdestReg), .wdestReg(wdestReg),
        .ewreg(ewreg), .em2reg(em2reg), .mwreg(mwreg), .mm2reg(mm2reg), .wwreg(wwreg), .wm2reg(wm2reg),
        .rsrtequ(rsrtequ),
        .wreg(id_wreg), .m2reg(id_m2reg), .wmem(id_wmem), .aluc(id_aluc), .aluimm(id_aluimm), .regrt(id_regrt),
        .fwda(fwda), .fwdb(fwdb), .pcsrc(pcsrc), .wpcir(wpcir), .jal(id_jal), .shift(id_shift), .sext(id_sext)
    );
    wire [31:0] qa, qb;
    reg_file RF(
        .clk(clk),
        .we(wwreg),
        .rna(rs),
        .rnb(rt),
        .wn(wdestReg),
        .wd(wbData),
        .qa(qa),
        .qb(qb)
    );
    wire [31:0] ealu_result;
    wire [31:0] da = (fwda == 2'b01) ? ealu_result :
                     (fwda == 2'b10) ? mr         :
                     (fwda == 2'b11) ? wbData     : qa;
    wire [31:0] db = (fwdb == 2'b01) ? ealu_result :
                     (fwdb == 2'b10) ? mr         :
                     (fwdb == 2'b11) ? wbData     : qb;
    wire rsrtequ = (da == db);
    wire [4:0] destReg = id_regrt ? rt : rd;
    reg [4:0] ers, ert;
    always @(posedge clk) begin
        ewreg    <= id_wreg;
        em2reg   <= id_m2reg;
        ewmem    <= id_wmem;
        ealuc    <= id_aluc;
        ealuimm  <= id_aluimm;
        edestReg <= destReg;
        eqa      <= da;
        eqb      <= db;
        eimm32   <= imm32;
        ers      <= rs;
        ert      <= rt;
    end
    wire [31:0] forward_a = (mwreg && mdestReg != 0 && mdestReg == ers) ? mr :
                            (wwreg && wdestReg != 0 && wdestReg == ers) ? wbData :
                            eqa;
    wire [31:0] forward_b = (mwreg && mdestReg != 0 && mdestReg == ert) ? mr :
                            (wwreg && wdestReg != 0 && wdestReg == ert) ? wbData :
                            eqb;
    wire [31:0] alu_b = ealuimm ? eimm32 : forward_b;
    alu ALU(.a(forward_a), .b(alu_b), .aluc(ealuc), .r(ealu_result));
    always @(posedge clk) begin
        mwreg    <= ewreg;
        mm2reg   <= em2reg;
        mwmem    <= ewmem;
        mdestReg <= edestReg;
        mr       <= ealu_result;
        mqb      <= forward_b;
    end
    always @(posedge clk) begin
        if (mwmem) dmem[mr[31:2]] <= mqb;
    end
    wire [31:0] mmo = mm2reg ? dmem[mr[31:2]] : 32'b0;
    always @(posedge clk) begin
        wwreg    <= mwreg;
        wm2reg   <= mm2reg;
        wdestReg <= mdestReg;
        wr       <= mr;
        wdo      <= mmo;
    end
    assign wbData = wm2reg ? wdo : wr;
endmodule
==> flow_summary.ini <==
; physical design summary
[sta]
max_freq_mhz = 151
skew_ns = 0.0215
setup_viol_count_final = 0
slew_viol_final = 0
slew_headroom_pct = 34.8
fin_setup_tns_ns = 0
tightest_slew_ns = 0.978
hold_violations = 0
rsz0062_at_grt = false
fin_crit_sh_pct = 43.3
timing.final.crit_period_ns = 6.63

[yosys]
async_flop_share_pct = 0
synthesis.area_um2 = 17600
topCellsByArea = dfxtp_1 (25%), edfxtp_1 (16%), ha_1 (7.0%), buf_4 (5.9%), a21oi_1 (3.5%)
common_cells = dfxtp_1 (219), nand2_1 (139), buf_4 (138)
syn_avg_cell_area_um2 = 9.38
yosysChipArea_um2 = 17600
synth.most_common_cell = dfxtp_1
yosys_warnings = 4
top_area_share_pct = 24.9
seq_area_frac_synth_pct = 41.3
ys_types = 80
yosys_cells = 1877
synth-edff-count = 96
top_area_cell = dfxtp_1
numSynthFlops = 315
flop_cell = dfxtp_1
synthCells = 1877

[grt]
grt_pass1_wl_um = 93800
grt_max_degree = 65
grt.total_usage_pct = 21.8
grt_antenna_before_repair = 1
grt-ovfl-total = 0
grt_pass1_vias = 13800

[placement]
gp_congestion = 0.971
placed_cells_incl_taps = 2787
dp_hpwl_um = 48100
port_buffers = 260

[setup_path]
path_class = register to register
slowest_delay_ns = 0.51
critPathArrivalTime_ns = 7.05
required_ns = 15.72
critPathMaxFanout = 49
cp_cell_sequence = and2b_4, nand2_4, inv_4, a22oi_4, buf_4, mux2i_1, a21o_1, inv_1, nor3_1, and2_1, nand3_1, o41ai_1, xnor2_1, ha_1, a21oi_1, o211ai_1, a221o_1, a22o_1, a311o_1, a41o_1, and2_1, a221o_1, nor3_2, a21oi_1
cpMaxStageDelayCell = inv_4
worst_setup_path_end_kind = register
startpoint_type = register

[hold_path]
min_path_type = register to register

[floorplanning]
rows = 88
fp_util_pct = 30.5
die_x_um = 244
ios = 356
coreArea_um2 = 57800
die_area_um2 = 59600
die_y_um = 244

[route]
wl_per_cell_um = 22.7
drc = 0
via_count = 14800
initialDrtViolationCount = 1091
antenna_left = 0
diodes = 0
first_pass_iters = 6
drt-total-wl_um = 64800
avgViaCountPerCell = 5.19

[clock_tree]
clock_sinks = 315
post-cts-setup-buffer-count = 0
htreeDepth = 2
root_buffer = clkbuf_16
cts_resized = 0
cts_made_buffers = 37
clkTransAtPathRegs_ns = 0.06
worstSkewPairLatency_ns = 0.56
hold_buffers = 0
clockBufferDepth = 3
cts_tree = yes

[run_status]
outcome = completed

[power_and_ir_drop]
power_uw = 1940
leakagePower_uw = 0.00897
ir_drop_v = 0.0000830
p_per_area_nw_per_um2 = 90.0

[final_layout]
drive_above_1_share_pct = 7.71
finalNonFillerCells = 2853
area_growth_pct = 22.2

[run]
cap_viol_max_count = 0
warning_count = 60
-- layout make-up --
type,instances,area [µm²]
multi-input cells,1306,8870
clock inverters,20,178
fillers,5606,36300
flip-flops and latches,315,7270
clock buffers,46,990
repair buffers,291,2840
well taps,765,957
inverters,110,415
-- flip-flops by register name (all words and copies together) (netlist names) --
| signal | cells |
|---|---|
| RF.registers | 96 |
| dinstOut | 7 |
| ealuc | 4 |
| edestReg | 1 |
| eimm32 | 6 |
| eqa | 32 |
| eqb | 32 |
| ers | 1 |
| ert | 1 |
| ewreg | 1 |
| mdestReg | 3 |
| mqb | 32 |
| mr | 32 |
| mwreg | 1 |
| pc | 30 |
| wdestReg | 3 |
| wr | 32 |
| wwreg | 1 |
-- critical path: cells and delay by family, from the launching register on --
family / cells / cell delay, ns
AOI/OAI and AO/OA: 11 / 2.82
and+or+nand+nor: 7 / 1.55
xor gates and xnor gates: 1 / 0.17
DFF: 1 / 0.49
adders and majority gates: 1 / 0.32
muxes: 1 / 0.20
buffers and inverters: 3 / 0.90
-- metrics by stage --
stage / area [µm²] / utilization (%) / worst slack, ns / hold slack (ns)
after floorplan: 18000 / - / 9.27 / 0.310
after global placement: 20300 / 35.2 / 8.93 / 0.345
after detailed placement: 20300 / 35.2 / 8.77 / 0.338
after CTS: 21500 / 37.2 / 8.76 / 0.356
after global routing: 21500 / 37.2 / 8.33 / 0.367
final: 21500 / 37.2 / 8.67 / 0.355
-- layer usage --
metal  vias up  track usage [%]  part of all wire (%)
li1       6889                -                     -
met1      7095             31.3                    43
met2       721             31.2                    43
met3        93             7.91                    10
met4         4             6.12                   3.4
met5         -            0.735                  0.12
-- final timing paths --
check | slack [ns] | depth (start not counted) | from | endpoint
setup / recovery | 8.67 | 24 | wdestReg[0]$_DFF_P_ | eqb[31]$_DFF_P_
hold / removal | 0.35 | 0 | dinstOut[12]$_SDFF_PP0_ | eimm32[12]$_DFF_P_
setup reg to reg | 8.67 | 24 | wdestReg[0]$_DFF_P_ | eqb[31]$_DFF_P_
hold reg to reg | 0.35 | 0 | dinstOut[12]$_SDFF_PP0_ | eimm32[12]$_DFF_P_
-- report_power, final --
group	leakage, µW	switching, µW	total [µW]	internal, µW
sequential	0.00267	38.0	916	878
combinational	0.00574	76.3	153	76.5
clock	0.000558	372	868	497
total	0.00897	486	1940	1450
-- placed cells by master, fill, tap and decap left out, types with 9 or more instances in the layout --
cell               n
a211oi_1          70
a21o_1            35
a21oi_1          122
a221oi_1          40
a22o_1             9
a22oi_1           37
a31oi_1           12
and2_1            10
and3_1            16
buf_4             31
clkbuf_16         37
clkdlybuf4s50_1  260
conb_1            96
dfxtp_1          217
edfxtp_1          96
ha_1              99
inv_1            108
mux2_2            34
mux2i_1           53
nand2_1          139
nand2b_1          12
nand3_1           29
nand4_1           14
nor2_1           111
nor2b_1           11
nor3_1            38
o211ai_1          14
o21a_1            37
o21ai_0           67
o31ai_1            9
xnor2_1           65
xor2_1            18
-- logic make-up (layout without fill, tap and decap cells) --
family          count (synthesis)  count (layout)  share of synthesized area (%)
buf+inv                       350             467                           10.5
simple gates                  428             428                           11.7
fa+ha+maj                     100             100                           7.15
mux                            88              88                           5.27
flops                         315             315                           41.3
xor+xnor                       84              84                           4.22
other cells                     2              96                         0.0427
compound gates                510             510                           19.8
Power is estimated from default activity; no workload was simulated.
